--- flow/config.mk ---
export PLATFORM = sky130hd
export DESIGN_NAME = iic_master
export DESIGN_NICKNAME = iic_master
export VERILOG_FILES = /design/flow/design.v
export SDC_FILE = /design/flow/constraint.sdc
export NUM_CORES = 4
export LEC_CHECK = 1
export CORE_UTILIZATION = 40
--- flow/constraint.sdc ---
current_design iic_master

set clk_period 2.5
set clk_io_pct 0.2

create_clock -name clk0 -period $clk_period [get_ports {clk}]

set non_clock_inputs [all_inputs -no_clocks]
set_input_delay [expr $clk_period * $clk_io_pct] -clock clk0 $non_clock_inputs
set_output_delay [expr $clk_period * $clk_io_pct] -clock clk0 [all_outputs]
--- flow/design.v ---
parameter DRAM_TYPE = "DDR3";
parameter nCK_PER_CLK = 4;
parameter tCK = 2500;
parameter REG_CTRL = "OFF";
parameter DQ_WIDTH = 16;
parameter DRAM_WIDTH = 16;
parameter ECC = "OFF";
parameter RANK_WIDTH = 1;
parameter BANK_WIDTH = 3;
parameter ROW_WIDTH = 14;
parameter COL_WIDTH = 10;
parameter tRP = 12500;
parameter tRRD = 7500;
parameter tRTP = 7500;
parameter tRCD = 12500;
parameter tRC = 55000;
parameter tRAS = 37500;
parameter tFAW = 40000;
parameter tWTR = 7500;
parameter tCKE = 75000;
parameter tREFI = 7800000;
parameter tRFC = 160000;
parameter tDLLK = 512;
parameter BURST_MODE = "8";
parameter BURST_TYPE = "SEQ";
parameter CL = 5;
parameter CWL = 5;
parameter AL = "0";
parameter SLOT_0_CONFIG = 8'b00000001;
parameter SLOT_1_CONFIG = 8'b00000000;
parameter RTT_NOM = "40";
parameter RTT_WR = "OFF";
parameter USER_REFRESH = "OFF";
parameter ADDR_CMD_MODE = "1T";
parameter OUTPUT_DRV = "LOW";
parameter DRAM_TYPE = "DDR3";
parameter nCK_PER_CLK = 4;
parameter tCK = 2500;
parameter REG_CTRL = "OFF";
parameter DQ_WIDTH = 16;
parameter DRAM_WIDTH = 16;
parameter ECC = "OFF";
parameter RANK_WIDTH = 1;
parameter BANK_WIDTH = 3;
parameter ROW_WIDTH = 14;
parameter COL_WIDTH = 10;
parameter tRP = 12500;
parameter tRRD = 7500;
parameter tRTP = 7500;
parameter tRCD = 12500;
parameter tRC = 55000;
parameter tRAS = 37500;
parameter tFAW = 40000;
parameter tWTR = 7500;
parameter tCKE = 75000;
parameter tREFI = 7800000;
parameter tRFC = 160000;
parameter tDLLK = 512;
parameter BURST_MODE = "8";
parameter BURST_TYPE = "INT";
parameter CL = 5;
parameter CWL = 5;
parameter AL = "0";
parameter SLOT_0_CONFIG = 8'b00000001;
parameter SLOT_1_CONFIG = 8'b00000000;
parameter RTT_NOM = "40";
parameter RTT_WR = "OFF";
parameter USER_REFRESH = "OFF";
parameter ADDR_CMD_MODE = "1T";
parameter OUTPUT_DRV = "LOW";
parameter WDEPTH = 4096;
parameter ASIZE = 12;
parameter WDSIZE = 16;
parameter RDEPTH = 4096;
parameter RASIZE = 12;
parameter RDSIZE = 16;
parameter WDEPTH = 512;
parameter ASIZE = 9;
parameter WDSIZE = 128;
parameter RDEPTH = 512;
parameter RASIZE = 9;
parameter RDSIZE = 128;
parameter WDEPTH = 4096;
parameter ASIZE = 12;
parameter WDSIZE = 20;
parameter RDEPTH = 8192;
parameter RASIZE = 13;
parameter RDSIZE = 10;
parameter AFULL = 720;
parameter WDEPTH = 2048;
parameter ASIZE = 11;
parameter WDSIZE = 16;
parameter RDEPTH = 4096;
parameter RASIZE = 12;
parameter RDSIZE = 8;
parameter AFULL = 720;
parameter WDEPTH = 4096;
parameter ASIZE = 12;
parameter WDSIZE = 16;
parameter RDEPTH = 8192;
parameter RASIZE = 13;
parameter RDSIZE = 8;
parameter AFULL = 720;
parameter WDEPTH = 4096;
parameter ASIZE = 12;
parameter WDSIZE = 16;
parameter RDEPTH = 8192;
parameter RASIZE = 13;
parameter RDSIZE = 8;
parameter AFULL = 720;
module iic_master#(
	parameter 	CLK_FRE 				= 50 ,  
	parameter 	IIC_FRE 				= 100,   
	parameter   IIC_SLAVE_ADDR_EX 	= 0,
	parameter   IIC_SLAVE_REG_EX 	= 1
	) (
	input 				clk,     
	input 		[7 + IIC_SLAVE_ADDR_EX * 8 :0]	slave_addr,
	input 				send_rw,
	input 		[7 + IIC_SLAVE_REG_EX  * 8 :0]  reg_addr,
	input 				send_en,
	output reg			brust_ready,
	input 				brust_vaild,
	input 		[ 7:0] 	send_data,
	output reg  [ 7:0] 	recv_data = 0,
	output  			send_busy,
	output reg 			iic_scl = 1, 
	inout 				iic_sda 
);
reg sda_en  = 1;
reg sda_out = 1;
reg [CLK_FRE / 2:0] sda_out_r = 0;
reg [CLK_FRE / 2:0] sda_en_r = 0;
assign iic_sda = sda_en_r[CLK_FRE / 2]? sda_out_r[CLK_FRE / 2] : 1'bz;
parameter CLK_DIV = CLK_FRE * 500 / IIC_FRE;
reg [9:0] clk_delay = 0;
reg scl_x2 = 0;
always@(posedge clk) clk_delay <= (clk_delay == CLK_DIV)? 0 : clk_delay + 'd1;
always@(posedge clk) scl_x2 <= clk_delay >= CLK_DIV / 2;
always@(posedge clk) sda_out_r <= (sda_out_r << 1) + sda_out; 
always@(posedge clk) sda_en_r  <= (sda_en_r  << 1) + sda_en ; 
reg [ 7:0] send_data_r  	= 0;
reg [ 7 + IIC_SLAVE_ADDR_EX * 8 :0] slave_addr_r  = 0;
reg [ 7 + IIC_SLAVE_REG_EX  * 8 :0] reg_addr_r  	= 0;
reg [7:0] recv_data_r = 0;
reg [3:0] send_cnt    = 0;
enum { STATE_IDLE, STATE_SLAVE_EX, STATE_SLAVE, STATE_REG_EX, STATE_REG, STATE_DATA, STATE_ACK , STATE_END } STATE;	
logic [ 2:0] state_main = 0;
logic [ 2:0] state_next = 0;
logic [ 1:0] state_sub = 0;
assign send_busy = state_main != 0;
always@(posedge scl_x2)
	case (state_main)
		STATE_IDLE: 
			if (send_en) begin
				send_data_r 	<= send_data;
				reg_addr_r  	<= reg_addr;
				slave_addr_r  	<= slave_addr  + send_rw;
				sda_out  <= 0;  
				state_main <= (IIC_SLAVE_ADDR_EX)? STATE_SLAVE_EX : STATE_SLAVE  ;
			end
			else begin
				sda_en   <= 1;
				sda_out  <= 1;
				iic_scl  <= 1;
			end
		STATE_SLAVE_EX: 
			case (state_sub)
				2'd0:begin 
					iic_scl <= 0;
					sda_en <= 'b1;
					sda_out <= slave_addr_r[15 - send_cnt];
					send_cnt <= send_cnt + 'd1;
					state_sub <= state_sub + 'd1;
				end
				2'd1:begin 
					iic_scl <= 1;
					state_sub <= 'd0;
					state_next <= (send_cnt == 8)? STATE_SLAVE: state_next;
					state_main <= (send_cnt == 8)? STATE_ACK  : state_main;
				end
			endcase
		STATE_SLAVE: 
			case (state_sub)
				2'd0:begin 
					iic_scl <= 0;
					sda_en <= 'b1;
					sda_out <= slave_addr_r[7 - send_cnt];
					send_cnt <= send_cnt + 'd1;
					state_sub <= state_sub + 'd1;
				end
				2'd1:begin 
					iic_scl <= 1;
					state_sub <= 'd0;
					state_next <= (send_cnt == 8)? IIC_SLAVE_REG_EX ? STATE_REG_EX : STATE_REG : state_next;
					state_main <= (send_cnt == 8)? STATE_ACK : state_main;
				end
			endcase
		STATE_REG_EX: 
			case (state_sub)
				2'd0:begin 
					iic_scl <= 0;
					sda_en <= 'b1;
					sda_out <= reg_addr_r[15 - send_cnt];
					send_cnt <= send_cnt + 'd1;
					state_sub <= state_sub + 'd1;
				end
				2'd1:begin 
					iic_scl <= 1;
					state_sub <= 'd0;
					state_next <= (send_cnt == 8)? STATE_REG  : state_next;
					state_main <= (send_cnt == 8)? STATE_ACK  : state_main;
				end
			endcase
		STATE_REG: 
			case (state_sub)
				2'd0:begin 
					iic_scl <= 0;
					sda_en <= 'b1;
					sda_out <= reg_addr_r[7 - send_cnt];
					send_cnt <= send_cnt + 'd1;
					state_sub <= state_sub + 'd1;
				end
				2'd1:begin 
					iic_scl <= 1;
					state_sub <= 'd0;
					state_next <= (send_cnt == 8)? STATE_DATA : state_next;
					state_main <= (send_cnt == 8)? STATE_ACK  : state_main;
				end
			endcase
		STATE_DATA: 
			case (state_sub)
				2'd0:begin 
					iic_scl <= 0;
					sda_en  <= slave_addr_r[0]? 'b0 : 'b1;
					sda_out <= send_data_r[7 - send_cnt]; 
					send_cnt <= send_cnt + 'd1;
					state_sub <= state_sub + 'd1;
				end
				2'd1:begin 
					iic_scl <= 1;
					recv_data_r[8 - send_cnt] <= iic_sda; 
					brust_ready <= (send_cnt == 8)? 'b1 : 'd0;
					state_sub <= 'd0;
					state_next  <= (send_cnt == 8)? brust_vaild ? STATE_DATA : STATE_END : state_next;
					state_main  <= (send_cnt == 8)? STATE_ACK : state_main;
				end
			endcase
		STATE_ACK:begin 
			sda_en   <= 0;
			send_cnt <= 0;
			case (state_sub)
				2'd0:begin 
					iic_scl <= 0;
					state_sub <= state_sub + 'd1;
				end
				2'd1:begin 
					iic_scl <= 1;
					brust_ready <= 'b0;
					send_data_r <= send_data;
					state_sub <= 'd0;
					state_main <= state_next;
				end
			endcase
		end
		STATE_END:begin
			sda_en <= 1;
			case (state_sub)
				2'd0:begin 
					iic_scl <= 0;
					sda_out <= 0;
					state_sub <= state_sub + 'd1;
				end
				2'd1:begin
					iic_scl <= 1;
					sda_out <= 1;
					state_main <= STATE_IDLE;
					state_sub <= 'd0;
				end
			endcase
		end
	endcase
endmodule 
--- flow/run.sh ---
#!/bin/bash
# OpenROAD 26Q1-2900-gdf79404cd8, Yosys 0.63+post, stock flow scripts
make -C /OpenROAD-flow-scripts/flow DESIGN_CONFIG=/design/flow/config.mk WORK_HOME=/design/flow/orfs finish
==> run notes <==
Summary of implementation figures.

Power
Per the OpenROAD power report, leakage power amounts to around 1.5 nW. The ratio of total power to cell area is about 300 nW/um^2. The design draws 1.19 mW.

The peak supply drop is about 0.00025 V.

Final timing
The minimum clock period after layout is around 1400 ps. Of the available clock period, the critical path in the final layout requires 0.550. The final timing report lists a hold violation count of 0. Setup total negative slack on the finished layout was measured at 0 ps.

The pin slew with the least headroom to its limit is between 700 and 800 ps. The final timing report counts setup violations totalling 0. Per the slew report, the remaining headroom to the max-slew limit stands at 0.476.

The fmax is slightly above 700 MHz. Clock skew on the completed layout was measured at ~1.1 ps. In the final report, the number of pins over their slew limit comes to 0.

Across all setup checks in the final design, the least slack found is 1120 ps. The count of unclocked register or latch pins is about 47. The number of unconstrained endpoints is ~98. Setup repair after global routing left no endpoint under its margin.

Setup path
Data arrives at the worst endpoint at 1540 ps. The critical path is of the reg -> reg type. STA lists the startpoint of the worst register-to-register path as clk_delay[0]. The kind of end point of the critical path is a flop. The cell depth of the worst flop-to-flop path is 5. The cell with the largest stage delay on the worst path is and3_1. Per the timing report, the most critical flop-to-flop path finishes at clk_delay[4].

The critical path goes through inv_1, ha_1, nor4b_1, and3_1, nor2_1. STA reports a reg2reg setup slack of between 1000 and 1500 ps. The highest net fanout along the worst path is 8. The required time of the critical path is ~2700 ps. The category of the worst setup path launch point is a flop. The longest incremental delay of any stage on the critical path is reported as roughly 370 ps.

Logic synthesis
The number of library cell types mapped by synthesis is about 46. The synthesized chip area reported by yosys is approximately 3400 sq um. Of the post-synthesis cell area, the dominant cell type holds 0.410. The cell count after synthesis is between 200 and 300.

The count of synthesis-stage warnings from yosys is 2. Summed over all instances, the cell type with the most area after synthesis is edfxtp_1. In this run the mean area of a mapped cell was approximately 13 sq um. Counting instances in the post-synthesis netlist gives the leading cell types as 47 x edfxtp_1, 37 x dfxtp_1, 27 x nor2_1. The leading cell type by number of instances after synthesis is edfxtp_1. The synthesized design contains roughly 84 register bits. The register area share after synthesis is 0.625. The synthesized area is between 3000 and 4000 sq um. The share of async-settable or async-resettable flops after synthesis is 0. The cell count listed in synth_stat.txt is 263.

The count of library flops with an enable pin is 47. The dominant register cell in the synthesized netlist is edfxtp_1. Ranked by total cell area, the synthesized netlist is headed by edfxtp_1 41%, dfxtp_1 22%, mux4_2 5.2%, ha_1 3.6%, nor2_1 2.9%.

Global route
The via count of the first global-routing pass is 1894. The first global-routing pass estimated between 8000 and 9000 um of wire. The aggregate global routing overflow is 0.

The initial antenna violation count is 0. Entering global routing, the biggest net connects 48 pins. Across every metal layer, demand over resource in global routing totals 0.133.

Clocking
In this run the post-CTS setup repair buffer count came out at 0. The number of gates resized after CTS was 0. Buffers inserted to repair hold after CTS numbered 0. The library cell used as clock root buffer is clkbuf_8. The clock latency of the later-clocked register in the worst-skew pair is 280 ps. Looking at the clock tree report, the H-tree level count equals 2. The CTS tree is done.

CTS added clock buffers totalling 5. The maximum root-to-sink buffer count is 2. The clock slew seen by the registers of the worst setup and hold paths is 70 ps.

Floorplan
From left edge to right edge, the die measures between 90 and 100 um. The die extent in y is 94.8 um. Per the OpenROAD floorplan log, the area of the core is slightly above 8000 sq um.

For reference, the placement row count at floorplan is 33. At the floorplan stage, the core utilization is reported as 0.417. The I/O pin count is between 40 and 50. The die covers between 8000 and 9000 sq um.

Layout
After the flow finishes, the layout carries non-filler instances totaling between 400 and 500. Per the run report, area growth between synthesis and finish was 16.1%. The layout summary lists the proportion of cells stronger than drive strength 1 as 0.0836.

Drt
The DRC marker count from the first detailed-route iteration is roughly 72. The number of antenna diodes in the final layout is 0. Per the post-route antenna check, the number of violating nets is 0. The pre-antenna-repair detailed-routing pass consisted of 4 iterations. The via count is 1934. Per the detailed-route log, wirelength across all metal layers totals approximately 5200 um. In the routed design, unresolved DRC markers number 0.

For this sky-water flow run, the detailed-routed wirelength per cell is reported as 12.8 um. In the routed layout, each cell is associated on average with a via count of 4.79.

Worst hold path
The startpoint of the lowest-slack hold path is sda_out_r[19]. The endpoint of the worst hold path is reported as sda_out_r[20]. The cell depth of the worst min-delay path is 0.

The most critical min-delay path falls under reg -> reg.

Placed design
The number of buffer cells added on primary ports is 38. The detailed-placement wirelength estimate is between 3000 and 4000 um. The pre-CTS setup slack is 1110 ps. The detailed placer reported the number of placed instances as roughly 400. The placement summary gives the final routability congestion estimate as approximately 0.81.

Run status
The flow ran to the end, and the final reports show no timing, DRC or antenna violations.

Job
The max-capacitance violation count is 0. The logs give a warning total of 30.
## critical path, delay by kind of cell (launching register included)
family | cells | cell delay [ps]
and+or+nand+nor | 3 | 650
DFF | 1 | 350
buffers and inverters | 1 | 120
adders and majority gates | 1 | 140
## per-layer routing
metal | up-vias | wire length (um) | part of all wire | GRT usage
li1 | 979 | - | - | -
met3 | 4 | 276 | 0.053 | 0.0335
met2 | 55 | 2400 | 0.46 | 0.204
met4 | 0 | 50 | 0.0097 | 0.0139
met1 | 896 | 2440 | 0.47 | 0.214
met5 | - | 0 | 0 | 0
## worst max path at each step
stage / startpoint / end / slack, ps / depth (start not counted)
final: clk_delay[0] / clk_delay[4] / 1120 / 5
after CTS: clk_delay[0] / clk_delay[5] / 1090 / 5
after global routing: clk_delay[0] / clk_delay[2] / 890 / 5
## power by group
| group | leakage (nW) | internal, mW | total (mW) | switching (mW) |
|---|---|---|---|---|
| clock | 0.0574 | 0.324 | 0.517 | 0.193 |
| combinational | 0.718 | 0.0543 | 0.0709 | 0.0166 |
| sequential | 0.727 | 0.600 | 0.600 | 0 |
| total | 1.50 | 0.978 | 1.19 | 0.209 |
## registers in the layout, summed over array words and instances, names as in the netlist
register,count
sda_out_r,25
reg_addr_r,16
clk_delay,10
send_data_r,8
slave_addr_r,8
send_cnt,4
state_main,3
state_next,3
state_sub,2
brust_ready,1
iic_scl,1
iic_sda,1
scl_x2,1
sda_out,1
## metrics by stage
| step | hold WS (ps) | instance area, sq um | utilization |
|---|---|---|---|
| after floorplan | 310 | 3470 | - |
| after global placement | 312 | 3870 | 0.469 |
| after detailed placement | 312 | 3870 | 0.469 |
| after CTS | 328 | 4000 | 0.484 |
| after global routing | 334 | 4000 | 0.484 |
| final | 328 | 4000 | 0.484 |
## kinds of logic (layout without fill, tap and decap cells)
| logic type | after synthesis | after routing | synth area share |
|---|---|---|---|
| DFF | 84 | 84 | 0.625 |
| and+or+nand+nor | 78 | 78 | 0.115 |
| buffers and inverters | 32 | 61 | 0.0491 |
| AOI/OAI and AO/OA | 24 | 24 | 0.0483 |
| xor gates and xnor gates | 17 | 17 | 0.0433 |
| muxes | 17 | 17 | 0.0818 |
| adders and majority gates | 10 | 10 | 0.0364 |
| other | 1 | 8 | 0.00109 |
## cells in the final DEF, fill, tap and decap left out, drive strengths merged, types with 10 or more instances in the layout
cell type       n
edfxtp         47
clkdlybuf4s50  38
dfxtp          37
nor2           27
inv            13
nand3          10
xnor2          10
ha             10
## layout make-up
cell class	count	area, sq um
inverter	13	48.8
clock buffer	6	82.6
timing repair buffer	40	395
sequential	84	2150
clock inverter	2	37.5
multi-input combinational	154	1150
tap	105	131
fill	731	4260
Power figures rest on the tool's default switching activity, not on a simulated workload.
